File: ./config.mk
export PLATFORM = sky130hd
export DESIGN_NAME = display_640_480
export DESIGN_NICKNAME = display_640_480
export VERILOG_FILES = /design/flow/design.v
export SDC_FILE = /design/flow/constraint.sdc
export NUM_CORES = 4
export LEC_CHECK = 1
export CORE_AREA = 10 10 81 81
export DIE_AREA = 0 0 91 91
File: ./constraint.sdc
current_design display_640_480

set clk_period 3.1
set clk_io_pct 0.2

create_clock -name clk0 -period $clk_period [get_ports {clk}]

set non_clock_inputs [all_inputs -no_clocks]
set_input_delay [expr $clk_period * $clk_io_pct] -clock clk0 $non_clock_inputs
set_output_delay [expr $clk_period * $clk_io_pct] -clock clk0 [all_outputs]
File: ./design.v
module display_640_480(input wire clk, input wire reset, output logic h_sync, 
    output logic v_sync, output logic[9:0] s_x, 
    output logic[9:0] s_y, output logic data_enable);
    parameter H_PIXELS = 640;
    parameter H_FRONT_PORCH = 16;
    parameter H_SYNC_PULSE = 96;
    parameter H_BACK_PORCH = 48;
    parameter V_PIXELS = 480;
    parameter V_FRONT_PORCH = 11;
    parameter V_SYNC_PULSE = 2;
    parameter V_BACK_PORCH = 31;
    parameter H_BLANK_START = H_PIXELS;
    parameter H_BLANK_END = H_BLANK_START + H_FRONT_PORCH + H_SYNC_PULSE 
        + H_BACK_PORCH;
    parameter H_SYNC_START = H_BLANK_START + H_FRONT_PORCH;
    parameter H_SYNC_END = H_SYNC_START + H_SYNC_PULSE;
    parameter V_BLANK_START = V_PIXELS;
    parameter V_BLANK_END = V_BLANK_START + V_FRONT_PORCH + V_SYNC_PULSE 
        + V_BACK_PORCH;
    parameter V_SYNC_START = V_BLANK_START + V_FRONT_PORCH;
    parameter V_SYNC_END = V_SYNC_START + V_SYNC_PULSE;
    initial begin 
        s_x = 0;
        s_y = 0;
    end
    always_comb begin
        h_sync = ~(s_x >= H_SYNC_START && s_x < H_SYNC_END);
        v_sync = ~(s_y >= V_SYNC_START && s_y < V_SYNC_END);
        data_enable = s_x < H_BLANK_START && s_y < V_BLANK_START;
    end
    always @(posedge clk) begin
        if (s_x == H_BLANK_END) begin
            s_x <= 0;
            s_y <= (s_y == V_BLANK_END) ? 0 : (s_y + 1);  
        end else begin
            s_x <= s_x + 1;
        end
        if (reset) begin
            s_x <= 0;
            s_y <= 0;
        end
    end
endmodule
File: ./run.sh
#!/bin/bash
# OpenROAD 26Q1-2900-gdf79404cd8, Yosys 0.63+post, stock flow scripts
make -C /OpenROAD-flow-scripts/flow DESIGN_CONFIG=/design/flow/config.mk WORK_HOME=/design/flow/orfs finish
==> results.json <==
{
  "status": "finished, final reports clean",
  "p_leak_nw": 0.432,
  "postLayoutCoreUtil": 0.291,
  "ys_sh_adder": 0.0598,
  "grt_pass1_vias": 911,
  "synth_top_area_share": 0.383,
  "avgSynthCellArea_um2": 8.57,
  "antenna-diode-count": 0,
  "finClkSkew_ns": 0.00313,
  "xor_area_frac": 0.0921,
  "drt_iter0_drc": 56,
  "cts_tree": "built",
  "clk_latency_ns": 0.25,
  "setup_viol": 0,
  "wl_mm": 2.52,
  "wl_per_cell_um": 11.7,
  "first_pass_iters": 4,
  "area_growth_pct": 34.2,
  "worst_slew_pin_slew_ns": 0.454,
  "finalHoldViolations": 0,
  "num_vias": 924,
  "synth.area.mux_share": 0.0287,
  "placed_cells": 212,
  "yosys_area_um2": 1050,
  "topCellsByArea": "dfxtp_1, xnor2_1, nor2_1, ha_1, nand3_1",
  "rsz0062_at_grt": "no",
  "cp_max_fo": 6,
  "warnings": 28,
  "grt.overflow.total": 0,
  "antenna_found_initial": 0,
  "largest_area_cell": "dfxtp_1",
  "common_cells": "dfxtp_1, nor2_1, inv_1, xnor2_1, nand2_1",
  "vias_per_cell": 4.30,
  "ctsHoldBuffers": 0,
  "cts_htree_levels": 1,
  "syn_inst": 122,
  "initCoreUtil": 0.217,
  "hp-class": "reg -> reg",
  "relSlewSlack": 0.697,
  "core_um2": 4820,
  "gp_congestion": 0.840,
  "die_w_um": 91,
  "rrSetupSlack_ns": 0.78,
  "max-clock-path-buffers": 2,
  "numSynthFlops": 20,
  "worst_setup_path_end_kind": "output pin",
  "critPathRequiredTime_ns": 2.48,
  "yosys.cell_count.top_type": "dfxtp_1",
  "grt_pass1_wl_mm": 4.35,
  "worstReg2RegEnd": "s_y[6]",
  "critical_path_class": "reg -> out",
  "hold_end": "s_x[0]",
  "layout-drive-gt1-share": 0.0608,
  "place_worst_setup_slack_ns": 0.798,
  "ir_drop_mv": 0.116,
  "num_rows": 25,
  "drtAntennaViolNets": 0,
  "cap_violations": 0,
  "fin_crit_sh": 0.810,
  "critical_path_arrival_ns": 1.89,
  "holdWs_ns": 0.499,
  "drc_errors": 0,
  "path_clk_slew_ns": 0.07,
  "clock.fmax_mhz": 398,
  "port-buffer-count": 24,
  "post_cts_resized": 0,
  "die_y_um": 91,
  "synth-main-ff-cell": "dfxtp_1",
  "edf_count": 0,
  "finalCriticalPeriod_ns": 2.51,
  "grt_max_degree": 14,
  "final.setup.tns_ns": 0,
  "postCtsSetupRepairBufs": 0,
  "cp-start-kind": "flip-flop",
  "ys_seq_share": 0.383,
  "slew_viol_final": 0,
  "topCombFamilyByArea": "simple AND/OR/NAND/NOR gates",
  "hp-start": "s_x[0]",
  "grt.total_usage": 0.0611,
  "synth-simple-area-share": 0.292,
  "cts_sinks": 20,
  "cts_buffers": 3,
  "die-area_um2": 8280,
  "stdcell_count": 215,
  "io_pins": 25,
  "dp_hpwl_mm": 1.92,
  "cts-root-buf": "clkbuf_8",
  "pwr_density_cell_nw_per_um2": 325,
  "yosysUniqueCellTypes": 30,
  "ys_cells": 122,
  "r2r.worst_path.cells": 6,
  "async_reset_ff_frac": 0,
  "synth_area_um2": 1050,
  "yosysWarnings": 1,
  "worst_slack_ns": 0.588,
  "synthAoiAreaFrac": 0.0981,
  "worstReg2RegStart": "s_x[0]",
  "whs_path_depth": 1
}
## metrics by stage
| stage | power [mW] | area [µm²] |
|---|---|---|
| 6_report | 0.456 | 1400 |
| 5_1_grt | 0.476 | 1400 |
| 4_1_cts | 0.465 | 1400 |
| 3_5_place_dp | 0.296 | 1360 |
| 3_3_place_gp | 0.296 | 1360 |
| 2_1_floorplan | 0.284 | 1050 |
## worst max path at each step
stage	startpoint	to	slack (ns)
CTS	s_y[1]	v_sync	0.56
global route	s_y[1]	v_sync	0.46
finish	s_y[1]	v_sync	0.59
## worst max-delay path, stage by stage, from the launching register on
cell and delay, ns:
dfxtp_1 0.43, ha_1 0.29, mux2i_1 0.10, nor4b_1 0.30
nand2_1 0.09, clkdlybuf4s50_1 0.43
## cells by family after synthesis
| logic type | count (synthesis) |
|---|---|
| DFF | 20 |
| muxes | 3 |
| and+or+nand+nor | 58 |
| xor gates and xnor gates | 11 |
| AOI/OAI and AO/OA | 14 |
| adders and majority gates | 5 |
| buffers and inverters | 11 |
## area by class of cell
class | instances | area, µm²
flip-flops and latches | 20 | 400
inverters | 9 | 33.8
clock buffers | 3 | 41.3
fillers | 531 | 3410
well taps | 67 | 83.8
repair buffers | 25 | 248
multi-input cells | 91 | 597
## metal layers
| layer | global-route usage | share of wire | routed length [µm] | vias to the layer above |
|---|---|---|---|---|
| met4 | 0.0131 | 0.017 | 42 | 0 |
| met1 | 0.0810 | 0.47 | 1180 | 427 |
| li1 | - | - | - | 477 |
| met3 | 0.0141 | 0.054 | 135 | 2 |
| met5 | 0 | 0 | 0 | - |
| met2 | 0.0996 | 0.46 | 1160 | 18 |
## power breakdown
part | switching, mW | leakage (nW) | internal (mW)
clock network | 0.0804 | 0.0216 | 0.0864
logic | 0.0106 | 0.248 | 0.0137
registers | 0.00525 | 0.162 | 0.260
total | 0.0962 | 0.432 | 0.360
## cell usage in the layout (no fill, tap or decap), types with 4 or more instances in the layout
cell type and n:
nand2_1 8, ha_1 5, a21oi_1 5, inv_1 9, xnor2_1 9, nor3_1 4
clkdlybuf4s50_1 24, nand3_1 7, dfxtp_1 20, nor2_1 19
## registers in the layout, summed over array words and instances, names as in the netlist
signal and cells:
s_y 10, s_x 10
No activity file was given, so power comes from the tool's default toggle rates.
