==> ./design.v <==
module light_controller(input wire clk, input wire next, output reg green, 
    output reg[2:0] east_west, output reg[2:0] north_south);
    parameter GR = 2'b00;
    parameter YR = 2'b01;
    parameter RG = 2'b10;
    parameter RY = 2'b11;
    reg[1:0] scur, snext;
    initial begin
        scur = RY;
    end
    always @(scur, next) begin
        case (scur)
        GR: if (next == 1) snext = YR; else snext = GR; 
        YR: snext = RG;
        RG: if (next == 1) snext = YR; else snext = RG; 
        RY: snext = GR;
        default: snext = GR;
        endcase
    end
    always @(scur) begin 
        case (scur)
        GR: begin
            green = 1;
            east_west = 3'b001;; 
            north_south = 3'b100;;
        end
        YR: begin
            green = 0;
            east_west = 3'b010;;
            north_south = 3'b100;;
        end 
        RG: begin
            green = 1;
            east_west = 3'b100;;
            north_south = 3'b001;; 
        end
        RY: begin
            green = 0;
            east_west = 3'b100;;
            north_south = 3'b010;; 
        end
        endcase
    end
    always @(posedge clk) begin
        scur <= snext;
    end
endmodule
module timer(input wire clk, input wire green, output reg next);
    parameter NG = 2'b00;
    parameter G1 = 2'b01;
    parameter G2 = 2'b10;
    parameter G3 = 2'b11;
    reg[1:0] scur, snext;
    initial begin 
        scur = NG;
    end
    always @(scur, green) begin
        case (scur)
            NG: if (green == 1) snext = NG; else snext = G1;
            G1: snext = G2;
            G2: snext = G3;
            G3: snext = NG;
            default: snext = NG;
        endcase
    end
    always @(scur) begin
        if (scur == NG) next = 1; else next = 0;
    end
    always @(posedge clk) begin
        scur <= snext;
    end
endmodule
module traffic_light(input wire clk, output wire[2:0] east_west, 
output wire[2:0] north_south);
    wire green, next;
    timer t(clk, green, next);
    light_controller lc(clk, next, green, east_west, north_south);
endmodule
==> ./run.sh <==
#!/bin/bash
# OpenROAD 26Q1-2900-gdf79404cd8, Yosys 0.63+post, stock flow scripts
make -C /OpenROAD-flow-scripts/flow DESIGN_CONFIG=/design/flow/config.mk WORK_HOME=/design/flow/orfs finish
==> ./config.mk <==
export PLATFORM = sky130hd
export DESIGN_NAME = traffic_light
export DESIGN_NICKNAME = traffic_light
export VERILOG_FILES = /design/flow/design.v
export SDC_FILE = /design/flow/constraint.sdc
export NUM_CORES = 4
export LEC_CHECK = 1
export CORE_AREA = 10 10 70 70
export DIE_AREA = 0 0 80 80
==> ./constraint.sdc <==
current_design traffic_light

set clk_period 1.6
set clk_io_pct 0.2

create_clock -name clk0 -period $clk_period [get_ports {clk}]

set non_clock_inputs [all_inputs -no_clocks]
set_input_delay [expr $clk_period * $clk_io_pct] -clock clk0 $non_clock_inputs
set_output_delay [expr $clk_period * $clk_io_pct] -clock clk0 [all_outputs]
==> results.toml <==
# yosys + openroad results
[final_timing]
fmax_mhz = 652
relSlewSlack_pct = 93.1
hold_violations = 0
rsz0062_at_grt = "no"
slew_violations = 0
min_period_ns = 1.53
tns_ns = 0
setup_ws_ns = 0.0663
setup_viol = 0
hold_ws_ns = 0.434
clock-skew-final_ns = 0.000542
worst_pin_slew_ns = 0.103
finalCritPeriodShare_pct = 95.9

[finish]
fillers = 405
final_util_pct = 9.63
seqCellArea_sq_um = 85.1
drive_above_1_share_pct = 25.9
syn2layout_area_growth_pct = 80.1
final_cells = 73
layout.area.comb_sq_um = 86.3

[routing]
maxUsedRoutingLayer = "met4"
antenna_cells = 0
drt_iter0_drc = 8
antenna_left = 0
vias_per_cell = 1.97
route.met2.wl_microns = 114
drcViolationCount = 0
vias = 144
met3_length_microns = 120
wl_microns = 388
m1WireLength_microns = 146
avgRoutedWirePerCell_microns = 5.32
drtPass1Iterations = 3

[setup_path]
cp_max_fo = 6
crit_path_cell_trace = "nor2b_2, clkdlybuf4s50_1"
startpoint_type = "register"
r2r_end = "t.scur[0]"
slowest_stage = "clkdlybuf4s50_1"
cp.required_ns = 1.28
arrival_ns = 1.21
worstRegToRegCells = 3
critPathMaxStageDelay_ns = 0.47
crit_type = "register to output pin"
rrSetupSlack_ns = 0.63
cp-end-kind = "output pin"
r2r-start = "t.scur[0]"

[clock_tree]
cts_max_path_buffers = 2
cts_root_buffer = "clkbuf_4"
hold_buffers = 0
h-tree-depth = 1
clk_pin_slew_ns = 0.04
cts_tree = "yes"
clk_latency_ns = 0.23
cts_inserted_buffers = 3
post_cts_buffers = 0
clock_sinks = 4
post_cts_resized = 3

[yosys]
synthesis.area_sq_um = 183
ys_warn_count = 2
ys_types = 10
synth.avg_cell_area_sq_um = 9.61
ys_seq_share_pct = 43.8
yosysCellCount = 19
ys_area_sq_um = 183
netlist_instances = 19
ys_ff = 4

[global_routing]
antenna_found_initial = 0
grt_overflow = 0
grt_pass1_wl_microns = 607
grt_max_degree = 7
track_usage_pct = 1.34
grt_pass1_vias = 139

[pwr]
ir_drop_mv = 0.135
power_density_nw_per_um2 = 674
leakage_uw = 0.000152

[placed_design]
dpl_worst_slack_ns = 0.211
gp_congestion = 0.658
dpl.hpwl_microns = 301
port_buffers = 6
dpl.cell_count = 70

[status]
status = "complete, no violations"

[hold_path]
hold_start = "lc.scur[0]"
hp-class = "register to register"
hold_depth = 1
min_to = "lc.scur[0]"

[floorplan]
core_area_sq_um = 3420
core.rowCount = 21
fp.dieH_microns = 80
die_w_microns = 80
fp_util_pct = 5.35
dieArea_sq_um = 6400
pin_count = 7

[flow_run]
maxCapViolCount = 0
tool_warnings = 27
placed cells by master, fill, tap and decap left out:
cell type	synthesis	layout
clkdlybuf4s50_1	0	5
inv_1	4	4
ha_1	3	3
clkbuf_4	0	3
nor2_1	2	2
dfxtp_1	4	2
nor2b_2	0	1
and2b_1	1	1
a21o_1	1	1
and2_1	1	1
mux2_2	1	1
dfxtp_4	0	1
dfxtp_2	0	1
dlymetal6s2s_1	0	1
cell usage after synthesis:
cell type	number	area share, %
inv_1	4	8.2
and2b_1	1	4.1
dfxtp_1	4	44
clkbuf_1	1	2.1
and2_1	1	3.4
ha_1	3	21
nor2_1	2	4.1
nor2b_1	1	3.4
mux2_2	1	6.2
a21o_1	1	4.1
kinds of logic after synthesis:
kind of cell | count (synthesis) | share of synthesized area, %
adder cells (fa/ha/maj) | 3 | 20.6
multiplexers | 1 | 6.16
AND-OR/OR-AND | 1 | 4.11
flip-flops | 4 | 43.8
buffers and inverters | 5 | 10.3
AND/OR/NAND/NOR | 5 | 15.1
per-stage QoR:
| step | area [sq um] | total power (uW) |
|---|---|---|
| after floorplan | 183 | 102 |
| after global placement | 297 | 102 |
| after detailed placement | 297 | 102 |
| after CTS | 324 | 232 |
| after global routing | 329 | 243 |
| final | 329 | 222 |
per-layer routing:
layer  vias up  global-route usage [%]
met3         2                    2.50
met5         -                       0
met4         0                   0.352
li1         72                       -
met1        60                    1.07
met2        10                    1.44
where the power goes:
| part | switching, uW | internal (uW) |
|---|---|---|
| logic | 0 | 0 |
| clock network | 39.4 | 83.8 |
| registers | 0 | 98.6 |
worst max path at each step:
stage	startpoint	to	cells past startpoint
after CTS	lc.scur[0]	north_south[0]	2
final	lc.scur[0]	east_west[1]	2
after global routing	lc.scur[0]	east_west[1]	2
flip-flops by register name, summed over array words and instances, names as in the netlist:
signal / count
t.scur: 2
lc.scur: 2
critical path: cells and delay by family (launching register included):
| kind | cells | cell delay [ns] |
|---|---|---|
| buf+inv | 1 | 0.47 |
| flops | 1 | 0.35 |
| simple gates | 1 | 0.15 |
cell type report:
cell class                 instances  area share (%)
clock buffer                       3            6.84
inverter                           4            4.56
multi-input combinational         10            26.2
sequential                         4            25.9
tap                               46            17.5
timing repair buffer               6            19.0
Power is estimated from default activity; no workload was simulated.
